===== design.v =====
module clkdiv(input logic clk, input logic reset, output logic sclk);
   parameter DIVFREQ = 100;   
   parameter DIVBITS = 26;    
   parameter CLKFREQ = 100_000_000;
   parameter DIVAMT = (CLKFREQ / DIVFREQ) / 2;
   logic [DIVBITS-1:0] q;
   always_ff @(posedge clk)
     if (reset)
       begin
	  q <= 0;
	  sclk <= 0;
       end
     else if (q == DIVAMT-1) begin
	q <= 0;
	sclk <= ~sclk;
     end
     else q <= q + 1;
endmodule  
`timescale 1ns/1ps
module debounce(input logic clk,     
                input logic  button_in,
                output logic button_out,
                output logic pulse);
   parameter DEBOUNCE_TIME_MS = 5;
   parameter CLKFREQ = 100_000_000;                                             
   parameter WAIT_COUNT = DEBOUNCE_TIME_MS*(CLKFREQ/1000);     
   logic 		     button_state, button_state_next;
   logic [26:0] 	     count_reg, count_next;
   always_ff @(posedge clk)
     begin
	button_state <= button_state_next;
	count_reg <= count_next;
     end
   always_comb
     begin
	button_state_next = button_state;
	count_next = count_reg;
	pulse = 1'b0;
	if (button_in == button_state)
	  count_next = 0;
	else if (count_reg == WAIT_COUNT-1)
	  begin
	     button_state_next = ~button_state;
	     count_next = 0;
	     pulse = ~button_state;
	  end
	else
	  count_next = count_reg + 1;
     end  
   assign button_out = button_state;
endmodule  
module nexys4DDR (
          input logic         CLK100MHZ,
		  input logic 	      BTNC,
		  input logic 	      BTNU,  
		  input logic 	      BTNL, 
		  input logic 	      BTNR,
		  output logic [15:0] led
            );
  logic btnc_pls, btnr_pls, btnl_pls, btnu_pls;
  logic btnc_dbn, btnr_dbn, btnl_dbn, btnu_dbn;
 debounce U_DBN_C( .clk(CLK100MHZ), .button_in(BTNC), .button_out(btnc_dbn), .pulse(btnc_pls) );
 debounce U_DBN_R( .clk(CLK100MHZ), .button_in(BTNR), .button_out(btnr_dbn), .pulse(btnr_pls) );
 debounce U_DBN_L( .clk(CLK100MHZ), .button_in(BTNL), .button_out(btnl_dbn), .pulse(btnl_pls) );
 debounce U_DBN_U( .clk(CLK100MHZ), .button_in(BTNU), .button_out(btnu_dbn), .pulse(btnu_pls) );
 logic [1:0] led_state;
 typedef enum logic [1:0] {
    solid = 2'b00,
    oneHz = 2'b01,
    twoHz = 2'b10
 } states_t;
 states_t state, next;
 always_ff @(posedge CLK100MHZ)
     if (BTNU)  state <= solid;
     else state <= next;
 always_comb
 begin 
    next = solid;
    case( state )
    solid:
        begin
            if (BTNC) next = oneHz;
            else next = solid;
        end
    oneHz:
        begin
            if (BTNC) next = twoHz;
            else next = oneHz;
        end   
    twoHz:
        begin
            if (BTNC) next = solid;
            else next = twoHz;
        end
    default:
    next = solid;
    endcase
 end
 assign led_state = state;
 logic [3:0] cnt;
 always_ff @(posedge CLK100MHZ)
    if (BTNU) cnt <= 4'd0;
    else if (BTNR) cnt <= cnt - 1;  
    else if (BTNL) cnt <= cnt + 1;  
 logic [15:0] led_shift;
 always_comb
 case(cnt)
    4'd0: led_shift = 16'b0000000000000001;
    4'd1: led_shift = 16'b0000000000000010;
    4'd2: led_shift = 16'b0000000000000100;
    4'd3: led_shift = 16'b0000000000001000;
    4'd4: led_shift = 16'b0000000000010000;
    4'd5: led_shift = 16'b0000000000100000;
    4'd6: led_shift = 16'b0000000001000000;
    4'd7: led_shift = 16'b0000000010000000;
    4'd8: led_shift = 16'b0000000100000000;
    4'd9: led_shift = 16'b0000001000000000;
    4'd10: led_shift = 16'b0000100000000000;
    4'd11: led_shift = 16'b0001000000000000;
    4'd12: led_shift = 16'b0010000000000000;
    4'd13: led_shift = 16'b0100000000000000;
    4'd14: led_shift = 16'b1000000000000000;
    4'd15: led_shift = 16'b0000000000000001;
    default: led_shift = 16'b0000000000000001;
 endcase
    parameter BAUD = 10;                
    parameter TWICEBAUD = 20;            
    logic oneHz_clk, twoHz_clk;
    clkdiv #(.DIVFREQ(BAUD)) U_CD_oneHz(.clk(CLK100MHZ), .reset(BTNU), .sclk(oneHz_clk));
    clkdiv #(.DIVFREQ(TWICEBAUD)) U_CD_twoHz(.clk(CLK100MHZ), .reset(BTNU), .sclk(twoHz_clk));  
    logic blink;
    always_comb
      unique case (led_state)
        2'd0 : blink = 1;              
        2'd1 : blink = oneHz_clk;
        2'd2 : blink = twoHz_clk;
        default : blink = 0;   
      endcase  
  assign led = ( {16{blink}} & led_shift );
endmodule  

===== config.mk =====
export PLATFORM = sky130hd
export DESIGN_NAME = nexys4DDR
export DESIGN_NICKNAME = nexys4DDR
export VERILOG_FILES = /design/flow/design.v
export SDC_FILE = /design/flow/constraint.sdc
export NUM_CORES = 4
export LEC_CHECK = 1
export CORE_UTILIZATION = 40

===== run.sh =====
#!/bin/bash
# OpenROAD 26Q1-2900-gdf79404cd8, Yosys 0.63+post, stock flow scripts
make -C /OpenROAD-flow-scripts/flow DESIGN_CONFIG=/design/flow/config.mk WORK_HOME=/design/flow/orfs finish

===== constraint.sdc =====
current_design nexys4DDR

set clk_period 5.4
set clk_io_pct 0.2

create_clock -name clk0 -period $clk_period [get_ports {CLK100MHZ}]

set non_clock_inputs [all_inputs -no_clocks]
set_input_delay [expr $clk_period * $clk_io_pct] -clock clk0 $non_clock_inputs
set_output_delay [expr $clk_period * $clk_io_pct] -clock clk0 [all_outputs]

==> run summary <==
Implementation run completed; key figures follow.

GRT:
- The run puts the via count of the first global-routing pass at 2432.
- Overall routing resource usage recorded by global route was 15.4%.
- The run puts the largest net degree at the start of global routing at 27.
- The run gives the number of antenna violations at the first check in global routing as 0.
- The run puts the first-pass GRT wire length at approximately 11000 um.
- The run puts the overflow left after global routing at 0.

Placed design:
- Detailed placement ended at an HPWL of around 4200 um.
- The run puts the post-placement worst setup slack at approximately 2100 ps.
- The run puts the standard cell area after detailed placement at around 3700 sq um.
- The run gives the quantity of I/O buffers inserted on ports as 19.
- The run gives the global placer's final weighted congestion as about 0.9.

Timing:
- The run puts the share of the clock period used by the worst path after layout at between 50% and 60%.
- The run gives the total of endpoints with negative setup slack in the final report as 0.
- The run puts the number of max-slew violations in the final report at 0.
- Summed over all failing endpoints, the final setup total negative slack is 0 ps.
- The final timing report lists a hold violation count of 0.
- In this build the clock could be raised as far as around 340 MHz.
- The run puts the worst-case setup margin in the final layout at around 2400 ps.
- The worst path needs just under 3000 ps of the cycle, external delays included.
- The slew check shows that the tightest pin keeps a relative margin of between 60% and 70%.
- The run gives the actual slew at the worst max-slew pin as 587 ps.
- Setup repair after global routing left no endpoint under its margin.
- For the final database, setup skew stands at about 12 ps.

Clock network:
- The run puts the number of instances resized during post-cts repair at 0.
- Per the CTS log, the root buffer master is sky130_fd_sc_hd__clkbuf_8.
- The run puts the depth of the CTS H-tree at 3.
- The run gives the post-CTS repair timing setup buffer count as 0.
- The run gives the number of buffers created by CTS as 9.
- The run gives the post-CTS clock slew at the launch and capture registers of the worst setup and hold paths as about 90 ps.
- The run puts the clock latency on the worst-skew pair at around 350 ps.
- For this design, the CTS-stage hold fixing added 0 buffers.
- The run gives the total number of clock tree sinks as between 70 and 80.
- The longest clock path from root to sink contains 2 buffers.
- The run gives the CTS tree as done.

Worst setup path:
- The run gives the critical path arrival as 3220 ps.
- Per STA, the worst path is made up of clkdlybuf4s50_1 -> fa_1 -> o21ai_0 -> a21oi_1 -> nand2b_1 -> nor3_1.
- STA classifies the critical path endpoint as a flip-flop.
- STA classifies the critical path startpoint as a primary input.
- The run puts the critical path's largest stage delay at 610 ps.
- The run puts the critical path buffer and inverter count at 1.
- The run puts the data required time of the critical path at 5660 ps.
- The cell family contributing the most delay on the critical path is buffers and inverters.
- The worst setup path is of the primary input to flip-flop kind.
- The run puts the maximum fanout along the worst path at 13.
- Looking at the critical path, the single cell with the biggest stage delay is sky130_fd_sc_hd__clkdlybuf4s50_1.

Die:
- The run puts the die outline height at about 94 um.
- The chip occupies approximately 9000 sq um.
- For reference, the placement row count at floorplan is 33.
- At the floorplan stage, the core utilization is reported as approximately two fifths.
- The run gives the number of placed I/O pins as 21.
- The run puts the core area at about 8300 sq um.
- The run gives the die width as between 90 and 100 um.

Routing:
- The run puts the detailed-route wire length per cell at ~12 um.
- The run gives the number of antenna diodes as 0.
- Summing over every cut layer, the via total after detailed routing is roughly 2700.
- The run puts the routed wire length at ~6300 um.
- The first detailed-routing pass took 4 iterations.
- In this run the remaining antenna-violating nets after routing total 0.
- The run puts the average vias per placed instance at about 5.3.
- After the first detailed-routing iteration, the DRC count stood at approximately 90.
- The routed layout reports a DRC error count of 0.

Power:
- The run puts the total power of the final layout at ~1.1 mW.
- In this run the power density over the cells is about 280 nW/um^2.
- The run gives the reported leakage power as around 1.3 nW.
- The run puts the worst vdd rail ir drop at roughly 0.12 mV.

Synth:
- The run puts the gate count of the mapped netlist at approximately 390.
- The run puts the synthesized flop and latch total at 76.
- The run gives the post-synth design cell area as about 3400 sq um.
- The run puts the count of distinct cell types in the synthesized netlist at between 40 and 50.
- In the Yosys report the total cell count is around 390.
- The commonest register cell is sky130_fd_sc_hd__dfxtp_1.
- For this run, asynchronously set or reset flops after synthesis account for 0%.
- The run gives the total number of yosys warnings as 4.
- The run puts the chip area estimate from yosys synthesis at 3420 sq um.
- The run gives the sequential share of the synthesized area as approximately 45%.
- Yosys mapped a number of flops with a built-in enable equal to 0.
- The run puts the per-instance average area after synthesis at around 9 sq um.

Final layout:
- The run gives the final design instance area without fill as between 3000 and 4000 sq um.
- The run gives the footprint of the flip-flops and latches as 1520 sq um.
- The post-route netlist has approximately 7% of its cells at a drive strength greater than 1.
- The run puts the number of fill cells in the layout at between 800 and 900.
- The run gives the layout overhead on the synthesized area as 12.8%.
- The run gives the combinational gate area as 1760 sq um.

Run status:
- The flow ran to the end, and the final reports show no timing, DRC or antenna violations.

Job:
- The run puts the total tool warning count at 25.
- The run puts the max-cap check violation count at 0.

Worst hold path:
- The most critical min-delay path falls under flip-flop to flip-flop.
-- kinds of logic (layout without fill, tap and decap cells) --
kind of cell / after synthesis / in the layout / synth area share (%)
AND/OR/NAND/NOR: 185 / 185 / 30.6
flip-flops: 76 / 76 / 44.5
AND-OR/OR-AND: 61 / 61 / 10.7
buffers and inverters: 29 / 48 / 3.88
XOR/XNOR: 26 / 26 / 6.66
adder cells (fa/ha/maj): 5 / 5 / 2.05
multiplexers: 5 / 5 / 1.46
other: 1 / 1 / 0.110
-- flip-flops by register name, summed over array words and instances, names as in the netlist --
signal and flops:
U_CD_twoHz.q 26, U_CD_oneHz.sclk 1, state 3, U_CD_twoHz.sclk 1, U_CD_oneHz.q 26, led_shift 15, cnt 4
-- path summary, 6_finish.rpt --
check	slack, ps	endpoint	from	cells after the start
max	2440	led_shift[15]	BTNR	6
min	440	U_CD_oneHz.q[0]	U_CD_oneHz.q[0]	1
max reg2reg	3290	U_CD_twoHz.q[25]	U_CD_twoHz.q[5]	4
min reg2reg	440	U_CD_oneHz.q[0]	U_CD_oneHz.q[0]	1
-- worst reg2reg max path, cell delays in order (launching register included) --
cell	delay, ps
sky130_fd_sc_hd__dfxtp_1	470
sky130_fd_sc_hd__nand4_2	180
sky130_fd_sc_hd__or4_1	690
sky130_fd_sc_hd__or4_1	570
sky130_fd_sc_hd__a21oi_1	150
-- area by class of cell --
cell class	count	share of cell area, %
Clock inverter	7	1.69
Tap cell	105	3.41
Timing Repair Buffer	22	5.52
Multi-Input combinational cell	283	45.7
Clock buffer	9	3.21
Sequential cell	76	39.5
Inverter	10	0.974
-- routing by layer --
| metal | GRT usage [%] | up-vias | routed length [um] |
|---|---|---|---|
| met5 | 0 | - | 0 |
| met4 | 2.05 | 0 | 101 |
| met3 | 2.45 | 9 | 169 |
| met2 | 23.8 | 26 | 2760 |
| met1 | 24.2 | 1249 | 3260 |
| li1 | - | 1418 | - |
-- synth_stat cells, types with 2 or more instances --
| master | count | share of area [%] |
|---|---|---|
| sky130_fd_sc_hd__xor2_1 | 16 | 4.1 |
| sky130_fd_sc_hd__nor3_1 | 17 | 2.5 |
| sky130_fd_sc_hd__dfxtp_1 | 76 | 45 |
| sky130_fd_sc_hd__nand2_1 | 17 | 1.9 |
| sky130_fd_sc_hd__ha_1 | 4 | 1.5 |
| sky130_fd_sc_hd__and2_1 | 3 | 0.55 |
| sky130_fd_sc_hd__inv_1 | 9 | 0.99 |
| sky130_fd_sc_hd__or3_1 | 17 | 3.1 |
| sky130_fd_sc_hd__nand3_1 | 15 | 2.2 |
| sky130_fd_sc_hd__buf_2 | 8 | 1.2 |
| sky130_fd_sc_hd__or3b_1 | 2 | 0.51 |
| sky130_fd_sc_hd__nor2b_1 | 15 | 2.7 |
| sky130_fd_sc_hd__nand2b_1 | 3 | 0.55 |
| sky130_fd_sc_hd__mux2i_1 | 5 | 1.5 |
| sky130_fd_sc_hd__a21oi_1 | 23 | 3.4 |
| sky130_fd_sc_hd__or4_1 | 9 | 2.0 |
| sky130_fd_sc_hd__a21o_1 | 2 | 0.44 |
| sky130_fd_sc_hd__nor4b_1 | 4 | 1.0 |
| sky130_fd_sc_hd__xnor2_1 | 10 | 2.6 |
| sky130_fd_sc_hd__nor2_1 | 37 | 4.1 |
| sky130_fd_sc_hd__clkbuf_1 | 9 | 0.99 |
| sky130_fd_sc_hd__or2_2 | 3 | 0.55 |
| sky130_fd_sc_hd__nor4_1 | 5 | 0.92 |
| sky130_fd_sc_hd__o21ai_0 | 18 | 2.6 |
| sky130_fd_sc_hd__and4_1 | 7 | 1.8 |
| sky130_fd_sc_hd__nand4_1 | 20 | 3.7 |
| sky130_fd_sc_hd__o31ai_1 | 8 | 1.8 |
| sky130_fd_sc_hd__and3_1 | 5 | 0.92 |
-- per-stage QoR --
step                      instances  hold slack, ps  util [%]
after global placement          496             423      44.4
after CTS                       512             450      46.7
final                           512             444      46.7
after global routing            512             462      46.7
after floorplan                 388             413         -
after detailed placement        496             437      44.4
-- placed cells by master, fill, tap and decap left out, types with 2 or more instances in the layout --
master,synthesis,final
sky130_fd_sc_hd__o21ai_0,18,18
sky130_fd_sc_hd__dfxtp_1,76,76
sky130_fd_sc_hd__inv_8,0,2
sky130_fd_sc_hd__a21oi_1,23,23
sky130_fd_sc_hd__nand2b_1,3,3
sky130_fd_sc_hd__nand3_1,15,15
sky130_fd_sc_hd__clkdlybuf4s50_1,0,19
sky130_fd_sc_hd__nor2_1,37,37
sky130_fd_sc_hd__xor2_1,16,16
sky130_fd_sc_hd__nor4_1,5,5
sky130_fd_sc_hd__a21o_1,2,2
sky130_fd_sc_hd__inv_1,9,9
sky130_fd_sc_hd__nand4_1,20,20
sky130_fd_sc_hd__xnor2_1,10,10
sky130_fd_sc_hd__or3b_1,2,2
sky130_fd_sc_hd__or3_1,17,17
sky130_fd_sc_hd__nor2b_1,15,15
sky130_fd_sc_hd__and3_1,5,5
sky130_fd_sc_hd__and2_1,3,3
sky130_fd_sc_hd__nor4b_1,4,4
sky130_fd_sc_hd__or2_2,3,3
sky130_fd_sc_hd__nand2_1,17,17
sky130_fd_sc_hd__mux2i_1,5,5
sky130_fd_sc_hd__buf_4,1,3
sky130_fd_sc_hd__inv_6,0,3
sky130_fd_sc_hd__ha_1,4,4
sky130_fd_sc_hd__clkbuf_8,1,9
sky130_fd_sc_hd__and4_1,7,7
sky130_fd_sc_hd__or4_1,9,9
sky130_fd_sc_hd__o31ai_1,8,8
sky130_fd_sc_hd__nor3_1,17,17
-- power breakdown --
part | switching [mW] | internal [mW] | leakage (nW)
Sequential | 0.0113 | 0.579 | 0.616
Combinational | 0.0512 | 0.0445 | 0.594
Clock | 0.232 | 0.179 | 0.0947
Total | 0.294 | 0.803 | 1.30
Power and IR drop assume default switching activity.
